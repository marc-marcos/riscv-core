File: run.sh
#!/bin/bash
# OpenROAD 26Q1-2900-gdf79404cd8, Yosys 0.63+post, stock flow scripts
make -C /OpenROAD-flow-scripts/flow DESIGN_CONFIG=/design/flow/config.mk WORK_HOME=/design/flow/orfs finish
File: config.mk
export PLATFORM = sky130hd
export DESIGN_NAME = rec_calc
export DESIGN_NICKNAME = rec_calc
export VERILOG_FILES = /design/flow/design.v
export SDC_FILE = /design/flow/constraint.sdc
export NUM_CORES = 4
export LEC_CHECK = 1
export CORE_UTILIZATION = 50
File: constraint.sdc
current_design rec_calc

set clk_period 68.6
set clk_io_pct 0.2

create_clock -name clk0 -period $clk_period [get_ports {clk}]

set non_clock_inputs [all_inputs -no_clocks]
set_input_delay [expr $clk_period * $clk_io_pct] -clock clk0 $non_clock_inputs
set_output_delay [expr $clk_period * $clk_io_pct] -clock clk0 [all_outputs]
File: design.v
module rec_calc(
    input [16:0] valA,
    input [3:0] op,
    input clk,
    input reset,
    output [16:0] result
);
    logic [16:0] valB;
    logic [16:0] out;
    always @(posedge clk) begin
        if (reset) begin
            valB <= 'b0;
            out <= 'b0;
        end
        else begin
            valB <= out;
            out <= op == 3 ? valA / valB : op == 2 ? valA * valB : op == 1 ? valA - valB : valA + valB;
        end
    end
    assign result = out;
endmodule
==> results.toml <==
# physical design summary
[status]
status = "complete, no violations"

[flow_run]
warnings = 30
cap_viol_max_count = 0

[final_timing]
fmax_ghz = 0.0219
relSlewSlack_pct = 39.1
setup_tns_ns = 0
min_period_ns = 45.68
timing.final.ws_setup_ns = 22.92
grt_setup_unrepaired = "no"
finalSetupViolations = 0
tightestPinTransition_ns = 0.905
skew_ns = 0.00845
finalHoldViolCount = 0
finalClockPeriodUsage_pct = 66.6
slew_violations = 0

[floorplan]
std_cell_rows = 61
chipArea_um2 = 29200
coreArea_um2 = 27900
dieWidth_um = 171
die_y_um = 171
ios = 40
initial_core_util_pct = 51.1

[synthesis]
yosys_most_used_dff = "dfxtp_1"
yosysWarnings = 1
synth_cell_types = 79
ys_cells = 1914
synth_area_um2 = 14300
edf_count = 0
postSynthCellCount = 1914
async_flop_share_pct = 0
ys_seq_share_pct = 4.77
yosys_area_um2 = 14300
ys_ff = 34
syn_area_per_cell_um2 = 7.46

[worst_setup_path]
cpMostUsedCell = "ha_1"
critPathMaxFanout = 20
crit_required_ns = 68.79
worst_setup_path_start_kind = "input pin"
critPathCaptureType = "register"
crit_type = "input pin to register"
slowest_delay_ns = 0.77
crit_slowest_cell = "o211ai_1"
cp.arrival_ns = 45.87

[drt]
num_antenna_cells = 0
wl_mm = 46.5
antenna_left = 0
avgViaCountPerCell = 5.88
wl_per_cell_um = 20.2
drtPass1Iterations = 7
drc = 0
initialDrtViolationCount = 824
num_vias = 13600

[finish]
synthToLayoutAreaGrowth_pct = 7.78
final-comb-area_um2 = 12600
layout-drive-gt1-share_pct = 5.85
regArea_um2 = 681
fillers = 2712
final_cell_count_no_fill = 2309

[clock_network]
ctsLongestPathBuffers = 2
cts_tree = "done"
cts_root_buf = "clkbuf_16"
cts_sinks = 34
post-cts-setup-buffers = 0
path_clk_slew_ns = 0.07
ctsHoldBuffers = 0
cts_resized = 0
clk_latency_ns = 0.30
htree_num_levels = 2
cts_buffers = 5

[placed_design]
place_hpwl_mm = 36.0
place.gp.congestion = 0.978
portBuffers = 39
dp_cells = 2301
dpl_worst_slack_ns = 23.02

[grt]
grt_pass1_vias = 13000
grt_max_degree = 35
grt_util_all_layers_pct = 33.8
grt_pass1_wl_mm = 72.6
antenna_found_initial = 1
grt_overflow = 0

[min_path]
hp-class = "register to register"
[state kept, by name (all words and copies together) (netlist names)]
signal  cells
valB       17
out        17
[metal layers]
layer | up-vias | share of wire (%) | GRT usage, %
li1 | 6765 | - | -
met1 | 6272 | 45 | 47.2
met2 | 449 | 43 | 52.0
met3 | 90 | 8.4 | 8.64
met4 | 0 | 3.7 | 10.1
met5 | - | 0 | 0
[area by class of cell]
class / count / share of cell area (%)
clock inverters: 2 / 0.390
multi-input cells: 1613 / 81.8
well taps: 378 / 3.07
flip-flops and latches: 34 / 4.42
clock buffers: 6 / 0.902
inverters: 192 / 4.68
repair buffers: 84 / 4.73
[layout by cell type (no fill, tap or decap), types with 40 or more instances in the layout]
cell     netlist  routed
ha_1         226     226
nand2_1      210     210
inv_1        191     191
nor2_1       167     167
a21oi_1      126     125
xnor2_1       98      98
fa_1          95      95
o21ai_0       62      62
nor3_1        56      56
buf_4          0      45
a21o_1        41      41
o21a_1        40      40
nand3_1       40      40
[synth_stat cells, drive strengths merged, types with 25 or more instances]
cell type | instances | area (um^2)
a21o | 41 | 308
inv | 191 | 717
o21a | 40 | 300
dfxtp | 34 | 681
a21oi | 126 | 631
nor2 | 168 | 633
a211oi | 25 | 188
and2 | 31 | 194
ha | 226 | 2830
xnor2 | 98 | 858
clkbuf | 68 | 255
mux2 | 26 | 297
nor3 | 56 | 280
nand2 | 210 | 788
xor2 | 39 | 342
nor2b | 34 | 213
o21ai | 66 | 330
nand3 | 40 | 200
fa | 95 | 1900
[path summary, 6_finish.rpt]
kind | start | end | slack, ns | depth (start not counted)
min reg2reg | out[7]$_SDFF_PP0_ | valB[7]$_SDFF_PP0_ | 0.46 | 1
max | valA[16] | out[0]$_SDFF_PP0_ | 22.92 | 124
min | out[7]$_SDFF_PP0_ | valB[7]$_SDFF_PP0_ | 0.46 | 1
max reg2reg | valB[16]$_SDFF_PP0_ | out[0]$_SDFF_PP0_ | 35.44 | 124
[cells by family after synthesis]
group,count (synthesis),share of synthesized area [%]
xor gates and xnor gates,137,8.40
AOI/OAI and AO/OA,463,21.9
buffers and inverters,267,7.14
muxes,44,3.34
and+or+nand+nor,648,21.4
adders and majority gates,321,33.1
DFF,34,4.77
[through the flow]
stage,hold WS (ns),cell area [um^2],utilization (%)
floorplan,0.414,14300,-
global placement,0.444,15200,54.4
detailed placement,0.450,15200,54.4
CTS,0.463,15400,55.1
global route,0.475,15400,55.1
finish,0.460,15400,55.1
[worst max-delay path, delay by kind of cell]
family	cells	cell delay, ns
simple gates	22	4.62
mux	5	1.80
buf+inv	11	2.21
fa+ha+maj	17	5.29
compound gates	69	18.16
