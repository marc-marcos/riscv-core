==> ./design.v <==
module counter(
    input clk,
    input reset,
    output [16:0] out
);
    logic [16:0] counter;
    always @(posedge clk) begin
        if (reset) begin
            counter <= 16'b0;
        end else begin
            counter <= counter + 1;
        end
    end
    assign out = counter;
endmodule
==> ./run.sh <==
#!/bin/bash
# OpenROAD 26Q1-2900-gdf79404cd8, Yosys 0.63+post, stock flow scripts
make -C /OpenROAD-flow-scripts/flow DESIGN_CONFIG=/design/flow/config.mk WORK_HOME=/design/flow/orfs finish
==> ./config.mk <==
export PLATFORM = sky130hd
export DESIGN_NAME = counter
export DESIGN_NICKNAME = counter
export VERILOG_FILES = /design/flow/design.v
export SDC_FILE = /design/flow/constraint.sdc
export NUM_CORES = 4
export LEC_CHECK = 1
export CORE_AREA = 10 10 77 77
export DIE_AREA = 0 0 87 87
==> ./constraint.sdc <==
current_design counter

set clk_period 3.9
set clk_io_pct 0.2

create_clock -name clk0 -period $clk_period [get_ports {clk}]

set non_clock_inputs [all_inputs -no_clocks]
set_input_delay [expr $clk_period * $clk_io_pct] -clock clk0 $non_clock_inputs
set_output_delay [expr $clk_period * $clk_io_pct] -clock clk0 [all_outputs]
==> flow_metrics.tcl <==
# place-and-route summary
set metrics [dict create \
    totalNegativeSetupSlack_ns 0 \
    tally_of_max_capacitance_violations 0 \
    path_delay_family "buffers and inverters" \
    openroad.warnings 25 \
    fraction_of_final_layout_cells_sized_beyond_drive_strength_1_pct 7.00 \
    worst-slew-pin-transition_ns 0.659 \
    post_synth_main_area_contributors "sky130_fd_sc_hd__dfxtp_1 (46%), sky130_fd_sc_hd__xnor2_1 (11%), sky130_fd_sc_hd__nor2_1 (9.1%), sky130_fd_sc_hd__xor2_1 (3.5%), sky130_fd_sc_hd__nand3_1 (3.4%)" \
    place.detailed.hpwl_um 1270 \
    cp_data_arrival_time_ns 1.23 \
    setup.worst_path.class "reg2out" \
    finalSetupViolCount 0 \
    dr.pass1.iters 3 \
    ys_async_sr_fraction_pct 0 \
    timing.critical_path.buf_inv 1 \
    antenna_violations_before_repair 0 \
    num_io_pins 19 \
    placedInstanceArea_um2 971 \
    fp_util_pct 17.0 \
    detail_route.wl_per_cell_um 10.8 \
    drc_errors 0 \
    cts-root-buf "sky130_fd_sc_hd__clkbuf_8" \
    fmax_ghz 0.496 \
    portBuffers 18 \
    crit_path_end_kind "output pin" \
    mi_logic_area_um2 378 \
    switch_share_pct 20.3 \
    path_cells "clkdlybuf4s50_1" \
    netlist.area_leader.share_pct 45.9 \
    crit_path_max_fanout 6 \
    postSynth.topFlopCell "sky130_fd_sc_hd__dfxtp_1" \
    timing_max_transition_violations_final 0 \
    yosys_area_um2 741 \
    cp_data_required_time_ns 3.12 \
    numCtsBuffers 3 \
    design.core.area_mm2 0.00435 \
    number_of_flops_mapped_to_enable_cells_by_yosys 0 \
    maximum_number_of_pins_on_one_net_before_global_route_repair 20 \
    post-place-cells 148 \
    first_global_vias 587 \
    ctsHoldBuffers 0 \
    final_period_minus_worst_setup_slack_ns 2.01 \
    postSynthRegisterBits 17 \
    leakage_power_total_nw 0.328 \
    layout.cells.non_filler 152 \
    antenna_cells 0 \
    rsz0062_at_grt "false" \
    largest_reg_flops 17 \
    die_x_um 87 \
    globalplace.congestion 0.715 \
    yosysTopAreaCell "sky130_fd_sc_hd__dfxtp_1" \
    worst_path_max_delay_cell "sky130_fd_sc_hd__clkdlybuf4s50_1" \
    fin_area_mm2 0.00102 \
    drt-initial-drc-count 30 \
    syn2layout_area_growth_pct 37.2 \
    cellPowerDensity_mw_per_mm2 316 \
    drt-total-wl_um 1640 \
    chip_area_mm2 0.00757 \
    min_path_type "reg2reg" \
    outcome "finished, final reports clean" \
    synth_top_cell_by_count "sky130_fd_sc_hd__nor2_1" \
    vias_per_instance 3.93 \
    clk_pin_slew_worst_paths_ns 0.06 \
    syn-instance-count 80 \
    combinational_power_share_pct 4.0 \
    max-clock-path-buffers 2 \
    grt_remaining_overflow 0 \
    timing.clock.skew_ns 0.00224 \
    tritoncts "built" \
    ys_seq_share_pct 45.9 \
    syn_area_um2 741 \
    routed-via-count 597 \
    hold_viol 0 \
    synthesis.yosys.warnings 1 \
    netlist-cell-type-count 20 \
    drt.antenna.violating_nets 0 \
    power.share.sequential_pct 55.9 \
    grt_pass1_wl_um 2810 \
    most_flop_heavy_register "counter" \
    irDropWorstVdd_mv 0.0938 \
    fin_crit_sh_pct 51.7 \
    clock.latency.late_pin_ns 0.25 \
    power_report.internal_total_uw 256 \
    register_area_um2 340 \
    power.total_uw 322 \
    avgSynthCellArea_um2 9.26 \
    fp.dieH_um 87 \
    fill_cells 471 \
    tritoncts_num_sinks 17 \
    switching_power_uw 65.3 \
    setup.worst_path.start_class "flip-flop" \
    yosys-stat-cells 80 \
    global_route.usage.total_pct 4.40 \
    slowest_delay_ns 0.52 \
    worst_slew_margin_rel_pct 55.9 \
    final_core_util_pct 23.3 \
    top_cells_by_count "sky130_fd_sc_hd__nor2_1 (18), sky130_fd_sc_hd__dfxtp_1 (17), sky130_fd_sc_hd__xnor2_1 (9), sky130_fd_sc_hd__nand3_1 (5)" \
    cts_post_setup_buffers_inserted 0 \
    power.share.clock_pct 40.1 \
    cts_resized 0 \
    total_number_of_h_tree_levels 1 \
    fp-row-count 24 \
    largest_registers "counter (17)" \
]
[layout make-up]
type | instances | share of cell area, %
multi-input cells | 59 | 37.2
inverters | 2 | 0.739
flip-flops and latches | 17 | 33.5
well taps | 52 | 6.40
clock buffers | 4 | 4.43
repair buffers | 18 | 17.7
[worst register-to-register path: stages (launching register included)]
cell and delay [ns]:
sky130_fd_sc_hd__dfxtp_1 0.39, sky130_fd_sc_hd__ha_1 0.26, sky130_fd_sc_hd__nand3_1 0.19, sky130_fd_sc_hd__nor2_1 0.20, sky130_fd_sc_hd__nand4_1 0.13, sky130_fd_sc_hd__mux2_1 0.32
[final timing paths]
check	start	to	slack (ns)	cells past startpoint
worst min register to register	counter[0]$_SDFF_PP0_	counter[0]$_SDFF_PP0_	0.48	1
worst max-delay path	counter[3]$_SDFF_PP0_	out[3]	1.89	1
worst min-delay path	counter[0]$_SDFF_PP0_	counter[0]$_SDFF_PP0_	0.48	1
worst max register to register	counter[0]$_SDFF_PP0_	counter[16]$_SDFF_PP0_	2.31	5
[layout by cell type, fill, tap and decap left out, drive strengths merged]
cell type / n
clkbuf: 4
nor4: 2
and3: 1
o21ai: 1
xnor2: 9
nor2: 18
inv: 2
nand3: 5
nor3: 4
clkdlybuf4s50: 18
nand4: 5
a21oi: 1
ha: 1
dfxtp: 17
nor2b: 3
or3: 1
nand2: 3
mux2: 2
xor2: 3
[metrics by stage]
step,hold WS (ns),setup WS [ns]
floorplan,0.430,2.49
global placement,0.463,1.71
detailed placement,0.467,1.69
CTS,0.483,1.87
global route,0.528,1.82
finish,0.476,1.89
[kinds of logic after synthesis]
group / synth area share, %
mux: 3.04
fa+ha+maj: 1.69
buf+inv: 3.04
flops: 45.9
compound gates: 1.35
xor+xnor: 14.2
simple gates: 30.7
[routing by layer]
| metal | track usage (%) | wire length, um | vias to the layer above |
|---|---|---|---|
| met5 | 0 | 0 | - |
| met4 | 1.33 | 38 | 0 |
| met3 | 1.42 | 117 | 2 |
| met2 | 6.93 | 774 | 9 |
| met1 | 5.62 | 713 | 274 |
| li1 | - | - | 312 |
[power groups by stage]
| stage | Sequential [mW] | Combinational, mW | Clock [mW] |
|---|---|---|---|
| final | 0.180 | 0.0129 | 0.129 |
| after global routing | 0.180 | 0.0149 | 0.141 |
| after CTS | 0.180 | 0.0133 | 0.134 |
