==> /design/flow/design.v <==
module fibonacci(
    input clk,
    input reset,
    output [16:0] out
    );
    logic [16:0] ant;
    logic [16:0] tmp;
    logic [16:0] ant2;
    always @(posedge clk) begin
        if (reset) begin
            ant <= 'b1;
            ant2 <= 'b1;
        end
        else begin
            tmp <= ant;
            ant <= ant + ant2;
            ant2 <= ant;
        end
    end
    assign out = ant2;
endmodule
==> /design/flow/run.sh <==
#!/bin/bash
# OpenROAD 26Q1-2900-gdf79404cd8, Yosys 0.63+post, stock flow scripts
make -C /OpenROAD-flow-scripts/flow DESIGN_CONFIG=/design/flow/config.mk WORK_HOME=/design/flow/orfs finish
==> /design/flow/config.mk <==
export PLATFORM = sky130hd
export DESIGN_NAME = fibonacci
export DESIGN_NICKNAME = fibonacci
export VERILOG_FILES = /design/flow/design.v
export SDC_FILE = /design/flow/constraint.sdc
export NUM_CORES = 4
export LEC_CHECK = 1
export CORE_UTILIZATION = 30
==> /design/flow/constraint.sdc <==
current_design fibonacci

set clk_period 4.8
set clk_io_pct 0.2

create_clock -name clk0 -period $clk_period [get_ports {clk}]

set non_clock_inputs [all_inputs -no_clocks]
set_input_delay [expr $clk_period * $clk_io_pct] -clock clk0 $non_clock_inputs
set_output_delay [expr $clk_period * $clk_io_pct] -clock clk0 [all_outputs]
==> out/results.ini <==
[setup_path]
critical-path-max-stage-delay_ns=0.48
worstPathRequired_ns=3.84
cp-start-kind=flip-flop
crit_path_end=out[1]
rrSetupSlack_ns=2.70
critical_path.max_fanout=3
rr_startpoint=ant2[0]
path_cells=clkdlybuf4s50_1
cp.depth=1
worstSetupStartpoint=ant2[1]
worst_setup_path_end_kind=output pin
reg2reg_to=ant[14]
cp.arrival_ns=1.16
r2r_cells=7
cp_top_family=buffers and inverters
cp.buffers_inverters=1
slowest_stage=clkdlybuf4s50_1
path_class=reg -> out

[placed_design]
placed_cell_area_sq_mm=0.00196
dp.cells=266
place_ws_ns=2.51
portBuffers=18
place_congestion=0.810
dp_hpwl_um=2260

[drt]
finalWirelength_um=3080
drc=0
wl_per_cell_um=11.2
diodes=0
via_count=1264
firstDrtPassIters=4
drtIter0Drc=59
viasPerCell=4.61
detail-route-antenna-nets=0

[clock_network]
post_cts_buffers=0
htree_levels=2
cts_tree=built
clkTransAtPathRegs_ns=0.07
cts_buffers=5
cts.hold.buffers_added=0
ctsResizeCount=0
clock_latency_ns=0.29
clockRootBuffer=clkbuf_8
cts_sinks=34
cts.path.max_buffers=2

[power]
p_leak_nw=0.803
powerDensity_mw_per_mm2=314
ir_worst_vdd_uv=106
finalPower_mw=0.645

[final_layout]
ff_latch_area_sq_um=681
finish.utilization_pct=37.6
stdcell_area_sq_mm=0.00206
n_fill_cell=561
lay_top_cells=dfxtp_1, nor2b_1, clkdlybuf4s50_1
syn_to_final_growth_pct=21.0
layout_top_cell=dfxtp_1
drive_gt1_share_pct=11.9
multiInputGateArea_sq_mm=0.00100
finalNonFillerCells=274

[synth]
top_cell_area_share_pct=40.0
largest_area_cell=dfxtp_1
syn_area_sq_mm=0.00170
synth_warnings=1
synthTopCellsByArea=dfxtp_1, ha_1, nor2b_1
yosysCellCount=179
yosys.cell_types.count=36
postSynthSeqShare_pct=40.0
ys_area_sq_mm=0.00170
ys_seq_elements=34
syn_area_per_cell_sq_um=9.50
syn_inst=179

[outcome]
outcome=finished, final reports clean

[timing]
hold_violations=0
slew_viol_final=0
maxSlewHeadroom_pct=74.5
finalCritPeriodShare_pct=44.1
layout_min_cycle_time_ns=2.12
rsz0062_at_grt=no
worst_pin_slew_ns=0.382
setup-violations-final=0
finClkSkew_ns=0.00750
tns_ns=0
max_freq_mhz=473
fin_ws_ns=2.68
hold_ws_ns=0.445

[floorplan]
fp.dieH_um=77.3
initCoreUtil_pct=31.1
dieArea_sq_mm=0.00597
rows=27
die_w_um=77.3
io_pins=19
core_area_sq_mm=0.00547

[grt]
grt_max_degree=41
grt_first_pass_wirelength_um=5530
antenna_found_initial=0
grt_overflow=0
track_usage_pct=11.6
first_global_vias=1203

[flow_run]
max_cap_viol_count=0
warning_count=25

[hold_path]
hold_class=reg -> reg

[Yosys cell counts]
master	instances
a2111oi_4	1
a211o_1	1
a211oi_1	1
a21boi_0	2
a21o_1	1
a21oi_1	14
a21oi_2	4
a31oi_1	1
a41o_1	1
a41oi_1	1
and2_1	2
buf_1	1
clkbuf_1	3
dfxtp_1	34
fa_1	1
ha_1	16
mux2_1	2
mux2_2	4
nand2_1	15
nand3_1	3
nand4_1	1
nor2_1	17
nor2b_1	24
nor3_1	2
nor3_2	1
o21a_1	3
o21ai_0	4
o21ai_1	3
o21ai_2	2
o21bai_1	1
o221ai_1	1
o41ai_2	1
or2_2	2
or3_1	1
xnor2_1	7
xor2_1	1
[layout make-up]
| class | count | area share (%) |
|---|---|---|
| Clock buffer | 6 | 4.01 |
| Clock inverter | 2 | 0.608 |
| Multi-Input combinational cell | 141 | 48.8 |
| Sequential cell | 34 | 33.1 |
| Tap cell | 72 | 4.38 |
| Timing Repair Buffer | 19 | 9.12 |
[flip-flops by register name (all words and copies together), names as in the netlist]
signal,flops
ant2,17
ant,17
[metal layers]
layer  global-route usage (%)  vias to the layer above  wire length (um)
li1                         -                      673                 -
met4                     2.08                        0                43
met3                     3.14                        6               145
met5                        0                        -                 0
met2                     17.0                       27              1280
met1                     17.5                      558              1600
[cells by family (layout without fill, tap and decap cells)]
| logic type | Yosys count | after routing | synth area share [%] |
|---|---|---|---|
| xor+xnor | 8 | 8 | 4.12 |
| fa+ha+maj | 17 | 17 | 13.0 |
| compound gates | 42 | 42 | 17.9 |
| buf+inv | 4 | 27 | 0.883 |
| flops | 34 | 34 | 40.0 |
| simple gates | 68 | 68 | 20.2 |
| mux | 6 | 6 | 3.97 |
[worst min-delay path by stage]
stage / start / endpoint / slack, ns / depth (start not counted)
after CTS: ant[0] / ant2[0] / 0.45 / 1
after global routing: ant[0] / ant2[0] / 0.47 / 1
final: ant[0] / ant2[0] / 0.45 / 1
[report_power, final]
group          total [mW]  leakage (nW)  internal, mW  switching (mW)
clock               0.221        0.0472         0.115           0.105
sequential          0.320         0.275         0.306          0.0143
combinational       0.104         0.481        0.0579          0.0466
total               0.645         0.803         0.479           0.166
No activity file was given, so power comes from the tool's default toggle rates.
